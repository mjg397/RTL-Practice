===== ./design.v =====
module feedhandler (
    input  logic        clk, reset,
    input  logic        in_valid,
    input  logic [31:0] in_data,
    input  logic [15:0] in_ts, 
    output logic        out_valid, 
    output logic [31:0] out_data
);
logic [15:0] prev_accepted_ts;
logic        is_first_value;
always_ff @(posedge clk) begin
    if (reset) begin
        prev_accepted_ts <= 0;
        out_valid <= 0;
        out_data <= 0;
        is_first_value <= 1;
    end
    else begin
        if (((in_ts > prev_accepted_ts) || is_first_value) && in_valid) begin
            out_valid <= 1;
            out_data <= in_data;
            prev_accepted_ts <= in_ts;
            is_first_value <= 0;
        end
        else begin
            out_valid <= 0;
        end
    end
end
endmodule

===== ./run.sh =====
#!/bin/bash
# OpenROAD 26Q1-2900-gdf79404cd8, Yosys 0.63+post, stock flow scripts
make -C /OpenROAD-flow-scripts/flow DESIGN_CONFIG=/design/flow/config.mk WORK_HOME=/design/flow/orfs finish

===== ./config.mk =====
export PLATFORM = sky130hd
export DESIGN_NAME = feedhandler
export DESIGN_NICKNAME = feedhandler
export VERILOG_FILES = /design/flow/design.v
export SDC_FILE = /design/flow/constraint.sdc
export NUM_CORES = 4
export LEC_CHECK = 1
export CORE_UTILIZATION = 40

===== ./constraint.sdc =====
current_design feedhandler

set clk_period 4.5
set clk_io_pct 0.2

create_clock -name clk0 -period $clk_period [get_ports {clk}]

set non_clock_inputs [all_inputs -no_clocks]
set_input_delay [expr $clk_period * $clk_io_pct] -clock clk0 $non_clock_inputs
set_output_delay [expr $clk_period * $clk_io_pct] -clock clk0 [all_outputs]

==> results.yml <==
# synthesis and place-and-route metrics
global_route:
  grt_pass1_vias: 1717
  antenna_found_initial: 0
  grt_util_all_layers_pct: 15.0
  grt_max_degree: 99
  grt_first_pass_wirelength_um: 7780
  grt-ovfl-total: 0
flow_run:
  openroad.warnings: 26
  maxCapViolations: 0
floorplanning:
  fp.coreArea_sq_mm: 0.00631
  io_pins: 84
  dieWidth_um: 82.6
  die-height_um: 82.6
  chip_area_sq_mm: 0.00683
  fp_util_pct: 41.2
  site_row_count: 29
detailed_routing:
  drtIter0Drc: 42
  post_drt_via_cell_ratio: 4.55
  detail_route.wirelength_um: 4970
  drt.antenna.violating_nets: 0
  firstDrtPassIters: 4
  average_detailed_routed_wire_length_per_instance_um: 11.7
  antenna-diode-count: 0
  routed_vias: 1935
  drt_drc_violations_left: 0
cts:
  post-cts-setup-buffer-count: 0
  cts_tree: "yes"
  numCtsBuffers: 5
  htree_num_levels: 2
  cts-hold-fix-buffers: 0
  cell_chosen_for_the_clock_root: "sky130_fd_sc_hd__clkbuf_8"
  reg_clk_slew_reported_paths_ns: 0.09
  postCtsResizedCells: 0
  clock_latency_ns: 0.30
  numClockSinks: 50
  clock_path_buffers: 2
place:
  hpwlAfterDp_um: 3300
  routability_cong: 0.767
  pre_cts_ws_ns: 0.834
  port_buffers: 83
yosys:
  synth-adder-area-share_pct: 7.70
  yosys.stat.chipArea_sq_mm: 0.00260
  synthesis.area_per_instance_sq_um: 9.63
  synthXorXnorAreaFrac_pct: 0
  edf_count: 0
  dominantRegCellSynth: "sky130_fd_sc_hd__dfxtp_1"
  share_of_synthesized_area_occupied_by_flip_flops_and_latches_pct: 38.5
  ys_cells: 270
  netlist-cell-type-count: 25
  ys_sh_simple_pct: 25.5
  combinational_family_with_the_most_area_after_synthesis: "simple AND/OR/NAND/NOR gates"
  synth_flops: 50
  synthesized_instance_count: 270
  syn_std_cell_area_sq_mm: 0.00260
  synth-warning-count: 1
  synthAoiAreaFrac_pct: 3.90
  synth.area.mux_share_pct: 18.5
  synthArstFlopShare_pct: 0
power:
  leakagePower_nw: 1.47
  power.ir.vdd_worst_uv: 188
  power_density_mw_per_mm2: 302
worst_setup_path:
  crit_slowest_cell: "sky130_fd_sc_hd__o31a_2"
  timing.critical_path.depth: 8
  cp.arrival_ns: 3.59
  critPathLaunch: "in_ts[14]"
  reg2reg_to: "prev_accepted_ts[4]"
  r2r_slack_ns: 1.81
  critical_path_buf_inv_count: 2
  worst-endpoint-required_ns: 4.73
  crit_path_start_kind: "input pin"
  crit_path_cell_trace: "clkdlybuf4s50_1, ha_1, nand4_1, nor4_1, a21boi_1, o31a_2, buf_4, mux2i_1"
  crit_path_max_fanout: 17
  timing.setup.critical_path_class: "input pin to register"
  cp-endpoint: "prev_accepted_ts[4]"
  r2r_start: "prev_accepted_ts[13]"
  critical_path.top_delay_family: "buffers and inverters"
  endpoint_kind_of_the_worst_setup_timing_path: "register"
  rr_worst_depth: 8
  critical_path.max_stage_delay_ns: 0.54
timing:
  finalMaxSlewViolations: 0
  tightest_slew_ns: 0.682
  hold_violations: 0
  period_needed_ns: 3.36
  max_clock_freq_mhz: 298
  slew_headroom_pct: 54.5
  rsz0062_at_grt: "false"
  clock_skew_ns: 0.00591
  timing.final.setup_violations: 0
  min_period_over_period_pct: 74.6
  setup-tns-final_ns: 0
  final_critical_path_setup_slack_ns: 1.14
layout:
  finalCoreUtilization_pct: 57.2
  filler_cell_count: 567
  final_layout_size_suffix_gt1_share_pct: 3.74
  lay_top_count: "sky130_fd_sc_hd__nand2b_1"
  layout_top_cells: "sky130_fd_sc_hd__nand2b_1 (96), sky130_fd_sc_hd__clkdlybuf4s50_1 (82), sky130_fd_sc_hd__dfxtp_1 (50), sky130_fd_sc_hd__mux2i_1 (48), sky130_fd_sc_hd__inv_1 (17)"
  area_delta_synth_final_pct: 38.8
status:
  status: "completed"
min_path:
  hold_path_class: "register to register"
[synthesized netlist by cell type, types with 2 or more instances]
| cell | instances | area, sq um |
|---|---|---|
| sky130_fd_sc_hd__nor2b_1 | 2 | 12.5 |
| sky130_fd_sc_hd__nor2_1 | 2 | 7.51 |
| sky130_fd_sc_hd__dfxtp_1 | 50 | 1000 |
| sky130_fd_sc_hd__clkbuf_1 | 10 | 37.5 |
| sky130_fd_sc_hd__inv_1 | 17 | 63.8 |
| sky130_fd_sc_hd__a21oi_1 | 5 | 25.0 |
| sky130_fd_sc_hd__nand2b_1 | 96 | 601 |
| sky130_fd_sc_hd__mux2i_1 | 48 | 480 |
| sky130_fd_sc_hd__a21o_1 | 4 | 30.0 |
| sky130_fd_sc_hd__ha_1 | 16 | 200 |
| sky130_fd_sc_hd__buf_4 | 3 | 22.5 |
| sky130_fd_sc_hd__nand4_1 | 3 | 18.8 |
| sky130_fd_sc_hd__nand2_1 | 2 | 7.51 |
[cell families after synthesis]
family	after synthesis
AOI/OAI and AO/OA	15
buffers and inverters	33
DFF	50
and+or+nand+nor	108
muxes	48
adders and majority gates	16
[where the power goes]
group	switching (mW)	total (mW)	internal, mW
Sequential	0.0168	0.492	0.475
Clock	0.151	0.388	0.237
Combinational	0.0735	0.210	0.136
[worst reg2reg max path: stages, from the launching register on]
cell and delay, ns:
sky130_fd_sc_hd__dfxtp_1 0.34, sky130_fd_sc_hd__inv_1 0.05, sky130_fd_sc_hd__ha_1 0.28, sky130_fd_sc_hd__nand4_1 0.15, sky130_fd_sc_hd__nor4_1 0.43, sky130_fd_sc_hd__a21boi_1 0.22, sky130_fd_sc_hd__o31a_2 0.54, sky130_fd_sc_hd__buf_4 0.38
sky130_fd_sc_hd__mux2i_1 0.22
[layout make-up]
type,instances,area (sq um),share of cell area (%)
multi-input cells,187,1450,40.1
flip-flops and latches,50,1000,27.7
repair buffers,86,861,23.8
well taps,77,96.3,2.67
clock buffers,6,82.6,2.29
inverters,17,63.8,1.77
clock inverters,2,60.1,1.66
[state kept, by name, summed over array words and instances (netlist names)]
register,count
out_data,32
out_valid,1
prev_accepted_ts,16
is_first_value,1
[stage by stage]
| stage | cells | cell area [sq um] | hold slack [ns] | power, mW |
|---|---|---|---|---|
| 6_report | 425 | 3610 | 0.473 | 1.09 |
| 5_1_grt | 425 | 3610 | 0.492 | 1.15 |
| 4_1_cts | 425 | 3610 | 0.480 | 1.11 |
| 3_5_place_dp | 417 | 3470 | 0.460 | 0.714 |
| 3_3_place_gp | 417 | 3470 | 0.457 | 0.713 |
| 2_1_floorplan | 270 | 2600 | 0.434 | 0.608 |
[how the worst min path moves through the flow]
stage,start,depth (start not counted),slack [ns],endpoint
CTS,prev_accepted_ts[3],2,0.48,prev_accepted_ts[3]
global route,prev_accepted_ts[3],2,0.49,prev_accepted_ts[3]
finish,prev_accepted_ts[3],2,0.47,prev_accepted_ts[3]
[routing by layer]
layer / track usage (%) / routed length, um / vias up
met3: 5.80 / 481 / 8
li1: - / - / 1033
met1: 22.4 / 2510 / 835
met5: 0 / 0 / -
met4: 2.07 / 65 / 0
met2: 21.1 / 1910 / 59
Power and IR drop assume default switching activity.

**design/flow/config.mk**
```make
export PLATFORM = sky130hd
export DESIGN_NAME = header_fsm
export DESIGN_NICKNAME = header_fsm
export VERILOG_FILES = /design/flow/design.v
export SDC_FILE = /design/flow/constraint.sdc
export NUM_CORES = 4
export LEC_CHECK = 1
export CORE_AREA = 10 10 70 70
export DIE_AREA = 0 0 80 80
```
**design/flow/constraint.sdc**
```tcl
current_design header_fsm

set clk_period 1.0
set clk_io_pct 0.2

create_clock -name clk0 -period $clk_period [get_ports {clk}]

set non_clock_inputs [all_inputs -no_clocks]
set_input_delay [expr $clk_period * $clk_io_pct] -clock clk0 $non_clock_inputs
set_output_delay [expr $clk_period * $clk_io_pct] -clock clk0 [all_outputs]
```
**design/flow/design.v**
```verilog
module header_fsm (
    input  logic clk,
    input  logic rst,
    input  logic in_bit,
    output logic header_detected
);
logic [2:0] state, state_next;
localparam START = 3'b000;
localparam FIRST = 3'b001;
localparam SECOND = 3'b010;
localparam THIRD = 3'b011;
localparam FOURTH = 3'b100;
localparam FIFTH = 3'b101;
localparam SIXTH = 3'b110;
localparam SEVENTH = 3'b111;
always_comb begin
    case ( state )
        START : state_next = (in_bit) ? FIRST : START;
        FIRST : state_next = (in_bit) ? FIRST : SECOND;
        SECOND : state_next = (in_bit) ? THIRD : START;
        THIRD : state_next = (in_bit) ? FOURTH : SECOND;
        FOURTH : state_next = (in_bit) ? FIRST : FIFTH;
        FIFTH : state_next = (in_bit) ? SIXTH : START;
        SIXTH : state_next = (in_bit) ? SEVENTH : SECOND;
        SEVENTH : state_next = (in_bit) ? FIRST : FIFTH;
        default: state_next = START;
    endcase
    if (state == SEVENTH && !in_bit)
        header_detected = 1'b1;
    else 
        header_detected = 1'b0;
end
always_ff @(posedge clk) begin
    if (rst) begin
        state <= START;
    end
    else begin
        state <= state_next;
    end
end
endmodule
```
**design/flow/run.sh**
```bash
#!/bin/bash
# OpenROAD 26Q1-2900-gdf79404cd8, Yosys 0.63+post, stock flow scripts
make -C /OpenROAD-flow-scripts/flow DESIGN_CONFIG=/design/flow/config.mk WORK_HOME=/design/flow/orfs finish
```
==> results.py <==
# Physical implementation metrics
metrics = {
    "status": {
        "outcome": "complete, but fails checks",
        "failed_checks": "setup timing",
    },
    "route": {
        "dr.first_iter.drc_count": 10,
        "firstDrtPassIters": 2,
        "via_count": 187,
        "routed_via_density": 2.43,
        "drtAntennaViolNets": 0,
        "wl_um": 551,
        "wl_per_cell_um": 7.16,
        "drcViolationCount": 0,
    },
    "placed_design": {
        "gp_congestion": 0.685,
        "portBuffers": 3,
    },
    "floorplan": {
        "fp_util_pct": 7.33,
        "die_area_um2": 6400,
        "ios": 4,
        "die_y_um": 80,
        "core-area_um2": 3420,
        "die_w_um": 80,
        "num_rows": 21,
    },
    "timing": {
        "fin_worst_skew_ns": 0.00539,
        "fin_crit_ns": 1.02,
        "fmax_ghz": 0.980,
        "fin_ws_ns": -0.0205,
        "slew_headroom_pct": 85.0,
        "fin_tns_setup_ns": -0.0205,
        "final_max_slew_viol_count": 0,
        "worst_pin_slew_ns": 0.224,
        "finalClockPeriodUsage_pct": 102,
        "whs_ns": 0.340,
        "hold_viol": 0,
        "finalSetupViolations": 1,
        "rsz0062_at_grt": "true",
    },
    "clocking": {
        "clkLatencyLatePin_ns": 0.25,
        "clock-sinks": 8,
        "postCtsSetupBuffers": 0,
        "cts_root_buf": "clkbuf_4",
        "numCtsBuffers": 3,
        "tritoncts": "built",
        "path_clk_slew_ns": 0.05,
        "htree_levels": 1,
        "cts_buffer_depth": 2,
    },
    "global_routing": {
        "grt_pass1_wl_um": 869,
        "grt_usage_pct": 1.91,
        "antenna_found_initial": 0,
        "overflow": 0,
        "grt_max_degree": 7,
        "grt_pass1_vias": 195,
    },
    "worst_setup_path": {
        "crit_path_start": "state[7]",
        "cp_slowest_cell": "dfxtp_2",
        "path_class": "flip-flop to output port",
        "critPathLaunchType": "flip-flop",
        "max_stage_delay_ns": 0.31,
        "cp_max_fo": 2,
        "critical_path.cell_chain": "and2b_1, buf_2",
        "crit_arrival_ns": 0.82,
        "cp_data_required_time_ns": 0.80,
        "timing.rr.start": "state[5]",
        "r2r_slack_ns": 0.29,
        "worstSetupEndpointType": "output port",
    },
    "synthesis": {
        "synthFlopType": "dfxtp_1",
        "top_area_share_pct": 64.0,
        "synth-edff-count": 0,
        "top_cells_by_count": "8 x dfxtp_1, 4 x and2_1, 3 x nor2_1, 3 x nor3_1",
        "top_cell": "dfxtp_1",
        "ys.flops": 8,
        "ys_seq_share_pct": 64.0,
        "ys_types": 8,
        "synth_area_um2": 250,
        "area_leaders": "dfxtp_1 64%, and2_1 10%, nor3_1 6.0%, nor2b_4 5.5%, a21boi_2 4.5%",
        "synth_cells": 22,
        "async_flop_share_pct": 0,
        "ys_chip_area_um2": 250,
        "avgSynthCellArea_um2": 11.4,
        "ys_cells": 22,
        "largest_area_cell": "dfxtp_1",
        "synth-warning-count": 1,
    },
    "final_layout": {
        "area_growth_pct": 52.5,
        "top_register": "state",
        "reg_top3": "state (8)",
        "largest_reg_flops": 8,
        "drive_above_1_share_pct": 33.3,
    },
    "job": {
        "warning_count": 27,
        "drv_cap": 0,
    },
    "min_path": {
        "hold_start": "rst",
        "min_path_type": "primary input to flip-flop",
    },
    "pwr": {
        "p_leak_nw": 0.151,
        "ir_worst_vdd_uv": 364,
        "powerDensity_nw_per_um2": 1580,
    },
}
## cells by family (layout without fill, tap and decap cells)
logic type,after synthesis,in the layout,synth area share (%)
DFF,8,8,64.0
buffers and inverters,0,8,0
and+or+nand+nor,13,13,31.5
other,0,1,0
AOI/OAI and AO/OA,1,1,4.50
## layout make-up
| type | count | area [um2] |
|---|---|---|
| clock buffer | 3 | 22.5 |
| antenna | 1 | 2.50 |
| sequential | 8 | 161 |
| fill | 396 | 3030 |
| timing repair buffer | 5 | 41.3 |
| tap | 46 | 57.6 |
| multi-input combinational | 14 | 96.3 |
## where the power goes
part           switching (mW)  internal [mW]  total [mW]
clock network          0.0982          0.137       0.235
logic                  0.0157         0.0209      0.0366
registers             0.00491          0.328       0.333
## layer usage
layer	part of all wire [%]	track usage, %	vias up	wire [um]
met5	0	0	-	0
met4	0	0.352	0	0
met3	19	2.39	0	104
met2	37	2.33	8	204
met1	44	2.02	89	242
li1	-	-	90	-
## worst max-delay path, delay by kind of cell (launching register included)
family,cells,cell delay [ns]
buf+inv,1,0.11
flops,1,0.31
simple gates,1,0.15
## timing repair
action                     4_1_cts  5_1_grt
setup endpoints to repair        1        3
hold buffers                     0        0
hold endpoints to repair         0        0
cloned                           0        0
gates resized                    5        2
## cell usage in the layout, fill, tap and decap left out, drive strengths merged, types with 3 or more instances in the layout
cell and n:
dfxtp 8, and2 4, nor2 3, clkbuf 3
buf 3, nor3 3
## path summary, 6_finish.rpt
kind / endpoint / cells after the start
max reg2reg: state[0] / 2
min reg2reg: state[7] / 1
min: state[0] / 3
max: header_detected / 2
## metrics by stage
step                      utilization, %  std cells  setup WS (ns)  area [um2]  power [mW]
after floorplan                        -         22          0.313         250       0.352
after global placement              10.3         73         -0.463         353       0.372
after detailed placement            10.3         73         -0.482         353       0.374
after CTS                           10.8         76        -0.0318         370       0.614
after global routing                11.1         76        -0.0532         379       0.636
final                               11.2         77        -0.0205         382       0.604
No activity file was given, so power comes from the tool's default toggle rates.
